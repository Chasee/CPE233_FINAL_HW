==> flow/design.v <==
`timescale 1ns / 1ps
module DCDR(
    input [6:0] OPCODE,
    input THIRTY,
    input BR_EQ,
    input BR_LT,
    input BR_LTU,
    input [2:0] FUNCT,
    output reg [3:0] ALU_FUN,
    output reg ALU_SRCA,
    output reg [1:0] ALU_SRCB,
    output reg [2:0] PCSOURCE,
    output reg [1:0] RF_WR_SEL
    );
    always_comb begin
    ALU_FUN = 4'b0;
    ALU_SRCA = 1'b0;
    ALU_SRCB = 2'b0;
    PCSOURCE = 2'b0;
    RF_WR_SEL = 2'b0;
    case(OPCODE)
        7'b0110011: begin  
            ALU_SRCA = 1'b0;
            ALU_SRCB = 2'b0;
            PCSOURCE = 3'b0;
            RF_WR_SEL = 2'b11;
            ALU_FUN = {THIRTY, FUNCT}; end
        7'b0010011: begin  
            ALU_SRCA = 1'b0;
            ALU_SRCB = 2'b01;
            PCSOURCE = 3'b0;
            RF_WR_SEL = 2'b11;
            case(FUNCT)  
                3'b101: ALU_FUN = {THIRTY, FUNCT}; 
                default: ALU_FUN = {1'b0, FUNCT}; 
            endcase end
        7'b1100011: begin  
            ALU_SRCA = 1'b0;
            ALU_SRCB = 2'b0;
            PCSOURCE = 3'b010;  
            RF_WR_SEL = 2'b11;
            ALU_FUN = {THIRTY, FUNCT}; 
            end
        7'b0110111: begin  
            ALU_SRCA = 1'b1;
            ALU_SRCB = 2'b0;
            PCSOURCE = 3'b000;  
            RF_WR_SEL = 2'b11;
            ALU_FUN = 4'b1001; 
            end
endcase 
    end
endmodule
==> flow/run.sh <==
#!/bin/bash
# OpenROAD 26Q1-2900-gdf79404cd8, Yosys 0.63+post, stock flow scripts
make -C /OpenROAD-flow-scripts/flow DESIGN_CONFIG=/design/flow/config.mk WORK_HOME=/design/flow/orfs finish
==> flow/config.mk <==
export PLATFORM = sky130hd
export DESIGN_NAME = DCDR
export DESIGN_NICKNAME = DCDR
export VERILOG_FILES = /design/flow/design.v
export SDC_FILE = /design/flow/constraint.sdc
export NUM_CORES = 4
export LEC_CHECK = 1
export CORE_AREA = 10 10 70 70
export DIE_AREA = 0 0 80 80
==> flow/constraint.sdc <==
current_design DCDR

set clk_period 2.6
set clk_io_pct 0.2

create_clock -name clk0 -period $clk_period

set non_clock_inputs [all_inputs -no_clocks]
set_input_delay [expr $clk_period * $clk_io_pct] -clock clk0 $non_clock_inputs
set_output_delay [expr $clk_period * $clk_io_pct] -clock clk0 [all_outputs]
==> run summary <==
Initial antenna violation count - 1
Std cell rows - 21
Sequential Area - 0 sq um
Status - complete, no violations
Largest net degree at the start of global routing - 11
Most frequent cells in the layout - clkdlybuf4s50_1, dlygate4sd2_1, buf_4
GRT Total Usage - 0.0259
Wire per inst - 9.75 microns
Fmax - 0.402 GHz
Die Y - 80 microns
Final Critical Period - 2490 ps
YS chip area - 230 sq um
Mapped Area - 230 sq um
Setup TNS - 0 ps
CP Capture Type - output pin
Required @ worst endpoint - 2080 ps
Final std cells w/o fill - 103
Avg Cell Area, Syn - 7.19 sq um
Switching power - 20.0 uW
Leakage - 0.239 nW
Flop pwr share - 0
Vias in the first global route - 299
Detailed placer's ending HPWL - 840 microns
Pint - 30.8 uW
Maximum Capacitance Violations - 0
Crit-path max FO - 7
Max IR drop VDD - 13.6 uV
Mapped Cells - 32
Netlist cell types - 22
Combinational share of power - 1.000
Tool warnings - 35
Seq cells - 0
Ys cells - 32
Seq share, synth - 0
P&R area growth vs syn - 141%
Area of the die - 6400 sq um
Worst Path Class, Setup - input port to output pin
Total wire length after detailed routing - 1000 microns
Placed cells - 102
Yosys Warn Count - 1
Port Buffers - 20
CTS Hold Buffers Added - 0
Clock buffers - 0
Cycle use final - 0.957
Pwr per Cell Area - 91.6 nW/um^2
First-pass GRT wire length - 1370 microns
Max Slew Vio Count - 0
Core area - 3420 sq um
FILL cells - 391
DIE WIDTH - 80 microns
Tot Pwr - 50.8 uW
RSZ-0062 raised after global routing - no
Most numerous logic cell after layout - clkdlybuf4s50_1
Final Hold Vio Count - 0
Antenna viol nets, final - 0
Hold crit path type - input port to output pin
Initial DRC count - 6
Critical path startpoint category - input port
DR vias - 326
Top-level port count - 26
Sw Share - 0.393
Global route overflow - 0
DRC Markers - 0
Final setup viols - 0
Hold Path Stages - 5
Final core occ - 0.162
Vias per cell - 3.17
Drt first pass iters - 2
Final Hold Slack - 1600 ps
Clk network pwr share - 0
Share of cells above drive strength 1 - 0.250
Placer Congestion - 0.758
Critical path data arrival time - 1970 ps
Core Density at Floorplan - 0.0674
-- layer usage --
metal | up-vias | wire length (microns) | share of wire | GRT usage
met1 | 143 | 442 | 0.44 | 0.0297
met3 | 0 | 153 | 0.15 | 0.0159
met2 | 15 | 408 | 0.41 | 0.0425
met4 | 0 | 0 | 0 | 0
li1 | 168 | - | - | -
met5 | - | 0 | 0 | 0
-- worst max-delay path: stages --
cell	delay, ps
clkdlybuf4s50_1	410
nand3b_4	200
a211oi_2	220
and2_1	150
clkdlybuf4s50_1	460
-- through the flow --
step                setup WS [ps]  cell area (sq um)
global route                 27.6                552
finish                        113                554
CTS                          30.5                520
floorplan                     868                238
global placement             -132                513
detailed placement           -134                513
-- synth_stat cells --
cell,count,area [sq um]
buf_2,1,5.00
and2_1,2,12.5
o22ai_1,1,6.26
and4bb_1,2,25.0
nand2_1,1,3.75
nor3b_1,1,7.51
conb_1,1,3.75
buf_4,4,30.0
o21ai_0,1,5.00
a211oi_1,1,7.51
or2_1,1,6.26
nand2b_1,2,12.5
nor4_1,1,6.26
o21ai_1,1,5.00
nor2b_1,1,6.26
nand4bb_1,1,11.3
nand3b_1,2,15.0
nand3b_4,1,20.0
nor3_1,2,10.0
nand4b_1,1,8.76
or4_1,1,7.51
a21oi_1,3,15.0
-- what timing repair did --
| action | 4_1_cts | 5_1_grt |
|---|---|---|
| gates resized | 11 | 7 |
| endpoints found under the setup margin | 7 | 6 |
| gates cloned | 0 | 1 |
| setup buffers | 0 | 1 |
| pin swaps | 3 | 4 |
-- cells by family (layout without fill, tap and decap cells) --
logic type / Yosys count / after routing / share of synthesized area
other: 1 / 4 / 0.0163
AND/OR/NAND/NOR: 19 / 19 / 0.663
AND-OR/OR-AND: 7 / 7 / 0.168
buffers and inverters: 5 / 27 / 0.152
-- power by group through the flow --
stage                    Clock, mW  Combinational, mW  Sequential (mW)
after CTS                        0             0.0472                0
after global routing             0             0.0554                0
final                 0.0000000514             0.0508                0
-- final timing paths --
path / slack [ps] / from / to
max: 110 / OPCODE[3] / ALU_FUN[2]
min: 1600 / OPCODE[5] / RF_WR_SEL[0]
-- area by class of cell --
| class | instances | area, sq um | area share |
|---|---|---|---|
| antenna | 1 | 2.50 | 0.00451 |
| multi-input combinational | 29 | 236 | 0.427 |
| tap | 46 | 57.6 | 0.104 |
| timing repair buffer | 27 | 258 | 0.465 |
Power figures rest on the tool's default switching activity, not on a simulated workload.
