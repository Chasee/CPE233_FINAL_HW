## /design/flow/design.v

```verilog
`timescale 1ns / 1ps
module FSM(
    input [6:0] OPCODE,
    input RST,
    output reg PCWRITE,
    output reg REGWRITE,
    output reg MEM_WE2,
    output reg MEM_RDEN1,
    output reg MEM_RDEN2,
    output reg RESET,
    input CLK
    );
    typedef enum {ST_INIT, ST_FETCH, ST_EX}STATES;  
    STATES NS, PS;
    always_ff @ (posedge CLK) begin
    if (RST)
        PS <= ST_INIT;
    else PS <= NS;
    end
    always_comb begin
        PCWRITE = 1'b0; 
        REGWRITE = 1'b0;
        MEM_WE2 = 1'b0;
        MEM_RDEN1 = 1'b0;
        MEM_RDEN2 = 1'b0;
        RESET = 1'b0;
        NS = ST_INIT;
        case(PS)
            ST_INIT: begin
            RESET = 1;
            NS = ST_FETCH;
            end
            ST_FETCH: begin
                RESET = 0;  
                MEM_RDEN1 = 1;
                NS = ST_EX;
                REGWRITE = 1'b0;  
            end
            ST_EX: begin
                case(OPCODE)
                    7'b0110011: begin  
                        PCWRITE = 1;
                        REGWRITE = 1;
                        MEM_WE2 = 0;
                        MEM_RDEN1 = 0;  
                        MEM_RDEN2 = 0;  
                        NS = ST_FETCH;
                        end
                    7'b0010011: begin  
                        PCWRITE = 1;
                        REGWRITE = 1;
                        MEM_WE2 = 0;
                        MEM_RDEN1 = 1;  
                        MEM_RDEN2 = 0;  
                        NS = ST_FETCH;
                    end
                    7'b1100011: begin  
                        PCWRITE = 1;
                        REGWRITE = 0;  
                        MEM_WE2 = 0;
                        MEM_RDEN1 = 1;  
                        MEM_RDEN2 = 0;  
                        NS = ST_FETCH;
                    end
                    7'b0110111: begin  
                        PCWRITE = 1;
                        REGWRITE = 1;
                        MEM_WE2 = 0;
                        MEM_RDEN1 = 1;
                        MEM_RDEN2 = 0;  
                        NS = ST_FETCH;
                        end
                endcase 
                end  
            endcase  
        end  
    endmodule
```

## /design/flow/constraint.sdc

```tcl
current_design FSM

set clk_period 2.6
set clk_io_pct 0.2

create_clock -name clk0 -period $clk_period [get_ports {CLK}]

set non_clock_inputs [all_inputs -no_clocks]
set_input_delay [expr $clk_period * $clk_io_pct] -clock clk0 $non_clock_inputs
set_output_delay [expr $clk_period * $clk_io_pct] -clock clk0 [all_outputs]
```

## /design/flow/config.mk

```make
export PLATFORM = sky130hd
export DESIGN_NAME = FSM
export DESIGN_NICKNAME = FSM
export VERILOG_FILES = /design/flow/design.v
export SDC_FILE = /design/flow/constraint.sdc
export NUM_CORES = 4
export LEC_CHECK = 1
export CORE_AREA = 10 10 70 70
export DIE_AREA = 0 0 80 80
```

## /design/flow/run.sh

```bash
#!/bin/bash
# OpenROAD 26Q1-2900-gdf79404cd8, Yosys 0.63+post, stock flow scripts
make -C /OpenROAD-flow-scripts/flow DESIGN_CONFIG=/design/flow/config.mk WORK_HOME=/design/flow/orfs finish
```

==> impl_metrics.json <==
{
  "status": "finished, final reports clean",
  "p_leak_nw": 0.191,
  "switching_share_pct": 25.0,
  "finalHoldViolations": 0,
  "h-tree-depth": 1,
  "synth-seq-area-share_pct": 27.3,
  "warnings": 25,
  "synth_flops": 3,
  "critPathMaxFanout": 4,
  "grt_first_pass_wirelength_um": 1240,
  "clock_sinks": 3,
  "syn_area_per_cell_um2": 7.86,
  "p_switching_mw": 0.0455,
  "crit_chain": "clkdlybuf4s50_1 > inv_1 > a2111oi_4 > nor3_2 > clkdlybuf4s50_1",
  "cp-start-kind": "input port",
  "hpwlAfterDp_um": 619,
  "antenna_found_initial": 0,
  "layout_min_cycle_time_ns": 2.45,
  "root_buffer": "clkbuf_4",
  "postRouteAntennaNets": 0,
  "grt-ovfl-total": 0,
  "cp_data_arrival_time_ns": 1.93,
  "dpl-instance-area_um2": 409,
  "crit_path_frequent_cell": "clkdlybuf4s50_1",
  "chipArea_um2": 6400,
  "die_h_um": 80,
  "dp_slack_ns": -0.0478,
  "endpoint_kind": "primary output",
  "p_per_area_nw_per_um2": 370,
  "drive_above_1_share_pct": 25.5,
  "core_util_floorplan_pct": 6.45,
  "hold_depth": 1,
  "cts-buffers-inserted": 3,
  "viasPerCell": 3.02,
  "ys_warn_count": 1,
  "row_count": 21,
  "hp-start": "PS[1]$_DFF_P_",
  "wl_um": 848,
  "dr_total_vias": 281,
  "insertion_delay_ns": 0.23,
  "yosys_cells": 28,
  "core_area_um2": 3420,
  "portBuffers": 12,
  "layout_setup_ws_ns": 0.149,
  "worstReg2RegStart": "PS[1]$_DFF_P_",
  "r2r_cells": 3,
  "hold_end": "PS[0]$_DFF_P_",
  "rrSetupSlack_ns": 1.65,
  "final_max_slew_viol_count": 0,
  "clockBufferDepth": 2,
  "final_area_um2": 493,
  "utilization_pct": 14.4,
  "ir_worst_vdd_v": 0.0000746,
  "timing.final.crit_share_pct": 94.3,
  "ys_chip_area_um2": 220,
  "p_clk_share_pct": 44.5,
  "required_ns": 2.08,
  "netlist_instances": 28,
  "grt_max_degree": 5,
  "setup_violations": 0,
  "chipWidth_um": 80,
  "pwr-share-comb_pct": 25.9,
  "r2r_end": "PS[2]$_DFF_P_",
  "drc": 0,
  "cell_internal_pwr_mw": 0.137,
  "dr.first_iter.drc_count": 51,
  "routedWlPerCell_um": 9.12,
  "maxCapViolCount": 0,
  "max_freq_mhz": 408,
  "syn_to_final_growth_pct": 124,
  "syn_area_um2": 220,
  "worst_path_max_delay_cell": "clkdlybuf4s50_1",
  "routabilityCongestion": 0.697,
  "top_register": "PS",
  "ys_types": 20,
  "fin_hold_ws_ns": 0.549,
  "criticalPathCategory": "input port to primary output",
  "clkTransAtPathRegs_ns": 0.04,
  "final_cells": 93,
  "io_pins": 15,
  "firstDrtPassIters": 4,
  "largest_reg_flops": 3,
  "cpPeakStageDelay_ns": 0.54,
  "skew_ns": 0.00370,
  "place_inst": 88,
  "grt_setup_unrepaired": "no",
  "p_seq_share_pct": 29.5,
  "grt_pass1_vias": 251,
  "tritoncts": "built",
  "hold_class": "flip-flop to flip-flop",
  "antenna_cells": 0,
  "grt.total_usage_pct": 2.50,
  "reg_top3": "PS (3)"
}
==> power by group through the flow <==
stage     combinational, mW  clock (mW)  sequential (mW)
6_report             0.0472      0.0812           0.0539
5_1_grt              0.0512      0.0983           0.0539
4_1_cts              0.0418      0.0849           0.0530
==> worst max-delay path: cells and delay by family <==
kind | cells | cell delay, ns
AOI/OAI and AO/OA | 1 | 0.28
buffers and inverters | 3 | 1.04
and+or+nand+nor | 1 | 0.08
==> worst max path at each step <==
stage          from        end  slack (ns)
4_1_cts   OPCODE[4]  MEM_RDEN1       0.002
6_report  OPCODE[5]  MEM_RDEN1        0.15
5_1_grt   OPCODE[5]  MEM_RDEN1        0.06
==> Yosys cell counts <==
master | instances | share of area (%)
nor2_1 | 4 | 6.8
dfxtp_1 | 3 | 27
a21oi_1 | 2 | 4.5
buf_4 | 2 | 6.8
nor3_1 | 2 | 4.5
a2111oi_0 | 1 | 4.0
a211oi_1 | 1 | 3.4
a311o_1 | 1 | 4.5
and4b_1 | 1 | 4.5
conb_1 | 1 | 1.7
inv_1 | 1 | 1.7
nand2_1 | 1 | 1.7
nand2b_1 | 1 | 2.8
nand4b_1 | 1 | 4.0
nor2b_1 | 1 | 2.8
nor2b_2 | 1 | 4.0
nor3b_1 | 1 | 3.4
nor3b_2 | 1 | 5.7
o21a_1 | 1 | 3.4
o21ai_1 | 1 | 2.3
==> layer usage <==
metal	wire length (µm)	up-vias	track usage (%)
met4	0	0	0.528
li1	-	136	-
met1	415	131	3.18
met5	0	-	0
met3	139	0	2.73
met2	293	14	2.65
==> cell usage in the layout, fill, tap and decap left out, types with 2 or more instances in the layout <==
cell,Yosys,routed
nor3b_4,0,2
buf_4,2,4
clkdlybuf4s50_1,0,9
conb_1,1,2
dlymetal6s2s_1,0,2
clkbuf_4,0,3
a21oi_1,2,2
dfxtp_1,3,3
nor2_1,4,4
==> cell type report <==
cell class	instances	area (µm²)
clock buffers	4	26.3
fillers	386	2920
flip-flops and latches	3	60.1
repair buffers	16	154
multi-input cells	23	191
well taps	46	57.6
inverters	1	3.75
==> cells by family (layout without fill, tap and decap cells) <==
group                  count (synthesis)  after routing  share of synthesized area [%]
AND/OR/NAND/NOR                       14             14                           40.3
buffers and inverters                  3             21                           8.52
other                                  1              2                           1.70
AND-OR/OR-AND                          7              7                           22.2
flip-flops                             3              3                           27.3
==> stage by stage <==
step | power, mW | TNS [ns]
floorplan | 0.0671 | 0
global placement | 0.0906 | -0.00836
detailed placement | 0.0911 | -0.0825
CTS | 0.180 | 0
global route | 0.203 | 0
finish | 0.182 | 0
==> timing repair <==
item / in CTS / in global routing
buffers inserted: 0 / 1
resized: 6 / 5
gates cloned: 0 / 0
pin swaps: 0 / 1
hold buffers: 0 / 0
setup endpoints to repair: 2 / 3
Power is estimated from default activity; no workload was simulated.
